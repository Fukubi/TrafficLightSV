==> ./design.v <==
module timer(clk, rst, timedClk);
  input clk, rst;
  output reg timedClk;
  reg [31:0] counter = 32'd0;
  always_ff @(posedge clk) begin
    if (rst) begin
      counter <= 32'd0;
      timedClk <= 1'd0;
    end else begin
      counter++;
      if (counter == 32'd24999999) begin
        timedClk <= 1'd1;
        counter <= 32'd0;
      end else begin
        timedClk <= 1'd0;
      end
    end
  end
endmodule
module top_level(clk, rst, attention, preset, preset_adds, force_reds, preferentials, ltfs, lgreen);
  input clk, rst;
  input attention;
  input reg preset;
  input reg [3:0] preset_adds, force_reds, preferentials;
  output reg [3:0][0:2] ltfs;
  output reg [3:0] lgreen;
  reg [7:0] timer = 8'd0;
  reg [7:0] timer_ff;
  reg [3:0] last_state = 4'd0;
  reg [3:0] last_state_ff;
  reg [0:3] resets;
  reg [0:3] resets_ff;
  reg timedClk;
  timer t(.*);
  traffic_light tl1(.clk(clk), .rst(resets[0]), .attention(attention), .preset(preset), .preset_add(preset_adds[0]), .force_red(force_reds[0]), .preferential(preferentials[0]), .leds(ltfs[0]), .lgreen(lgreen[0]));
  traffic_light tl2(.clk(clk), .rst(resets[1]), .attention(attention), .preset(preset), .preset_add(preset_adds[1]), .force_red(force_reds[1]), .preferential(preferentials[1]), .leds(ltfs[1]), .lgreen(lgreen[1]));
  traffic_light tl3(.clk(clk), .rst(resets[2]), .attention(attention), .preset(preset), .preset_add(preset_adds[2]), .force_red(force_reds[2]), .preferential(preferentials[2]), .leds(ltfs[2]), .lgreen(lgreen[2]));
  traffic_light tl4(.clk(clk), .rst(resets[3]), .attention(attention), .preset(preset), .preset_add(preset_adds[3]), .force_red(force_reds[3]), .preferential(preferentials[3]), .leds(ltfs[3]), .lgreen(lgreen[3]));
  enum {INITIAL, TRAFFIC_LIGHT_1, TRAFFIC_LIGHT_2, TRAFFIC_LIGHT_3, TRAFFIC_LIGHT_4, ADD_TIMER} CurrentState, NextState;
  always_ff @(posedge clk, posedge rst) begin
    if (rst == 1'b1) begin
		CurrentState <= INITIAL;
		timer_ff <= 8'd0;
		resets_ff <= 4'd0;
		last_state_ff <= 4'd0;
	 end else begin
		CurrentState <= NextState;
		timer_ff <= timer;
		resets_ff <= resets;
		last_state_ff <= last_state;
	end
  end
  always_comb begin
    timer = timer_ff;
    resets = resets_ff;
    last_state = last_state_ff;
    case (CurrentState)
      INITIAL: begin
        timer = 8'd0;
        resets[0] = 1'b1;
        resets[1] = 1'b1;
        resets[2] = 1'b1;
        resets[3] = 1'b1;
      end
      TRAFFIC_LIGHT_1: begin
        if (last_state !== 4'd1) timer = 8'd0;
        last_state = 4'd1;
        resets[0] = 1'b0;
        resets[1] = 1'b1;
        resets[2] = 1'b1;
        resets[3] = 1'b1;
      end
      TRAFFIC_LIGHT_2: begin
        if (last_state !== 4'd2) timer = 8'd0;
        resets[0] = 1'b0;
        resets[1] = 1'b0;
        resets[2] = 1'b1;
        resets[3] = 1'b1;
        last_state = 4'd2;
      end
      TRAFFIC_LIGHT_3: begin
        if (last_state !== 4'd3) timer = 8'd0;
        resets[0] = 1'b0;
        resets[1] = 1'b0;
        resets[2] = 1'b0;
        resets[3] = 1'b1;
        last_state = 4'd3;
      end
      TRAFFIC_LIGHT_4: begin
        if (last_state !== 4'd4) timer = 8'd0;
        resets[0] = 1'b0;
        resets[1] = 1'b0;
        resets[2] = 1'b0;
        resets[3] = 1'b0;
        last_state = 4'd4;
      end
      ADD_TIMER: begin
        timer = timer + 8'd1;
      end
    endcase
  end
  always_comb begin
    NextState = CurrentState;
    case (CurrentState)
      INITIAL: NextState = TRAFFIC_LIGHT_1;
      TRAFFIC_LIGHT_1: begin
        if (timer == 8'd3) NextState = TRAFFIC_LIGHT_2;
        else NextState = ADD_TIMER;
      end
      TRAFFIC_LIGHT_2: begin
        if (timer == 8'd3) NextState = TRAFFIC_LIGHT_3;
        else NextState = ADD_TIMER;
      end
      TRAFFIC_LIGHT_3: begin
        if (timer == 8'd3) NextState = TRAFFIC_LIGHT_4;
        else NextState = ADD_TIMER;
      end
      TRAFFIC_LIGHT_4: begin
      end
      ADD_TIMER: begin
        if (last_state == 4'd1) NextState = TRAFFIC_LIGHT_1;
        else if (last_state == 4'd2) NextState = TRAFFIC_LIGHT_2;
        else if (last_state == 4'd3) NextState = TRAFFIC_LIGHT_3;
        else if (last_state == 4'd4) NextState = TRAFFIC_LIGHT_4;
      end
    endcase
  end
endmodule
module traffic_light(clk, rst, attention, preset, preset_add, force_red, preferential, leds, lgreen);
  input clk, rst;
  input attention, preferential;
  input preset, preset_add, force_red;
  output reg lgreen;
  reg lgreen_ff;
  output reg [0:2] leds;
  reg [0:2] leds_ff;
  reg [7:0] timer = 8'd0;
  reg [7:0] timer_ff;
  reg [3:0] last_state = 4'd0;
  reg [3:0] last_state_ff;
  reg [7:0] extra_time = 8'd0;
  reg [7:0] extra_time_ff;
  enum {STATE_INITIAL, STATE_GREEN, STATE_YELLOW, STATE_RED, ADD_TIMER, ATTENTION, PRESET, ADD_PRESET} CurrentState, NextState;
  always_ff @(posedge clk, posedge rst) begin
    if (rst == 1'b1) begin
		CurrentState <= STATE_INITIAL;
		timer_ff <= 8'd0;
		last_state_ff <= 4'd0;
		extra_time_ff <= 8'd0;
		leds_ff <= 3'd0;
		lgreen_ff <= 1'd0;
	 end else begin
		CurrentState <= NextState;
		timer_ff <= timer;
		extra_time_ff <= extra_time;
		last_state_ff <= last_state;
		leds_ff <= leds;
		lgreen_ff <= lgreen;
	 end
  end
  always_comb begin
    timer = timer_ff;
    last_state = last_state_ff;
    extra_time = extra_time_ff;
    leds = leds_ff;
	 lgreen = lgreen_ff;
    case (CurrentState)
      STATE_INITIAL: begin
        leds = 3'b000;
        last_state = 4'd0;
        if (preferential) begin
          extra_time = 7'd10;
        end else begin
          extra_time = 7'd0;
        end
      end
      PRESET: begin
			lgreen = 1'd0;
      end
      ADD_PRESET: begin
        extra_time = extra_time + 7'd10;
		  lgreen = 1'd1;
      end
      STATE_GREEN: begin
        leds = 3'b100;
        if (last_state != 4'd1) timer = 7'd0;
        last_state = 4'd1;
      end
      STATE_YELLOW: begin
        leds = 3'b010;
        if (last_state != 4'd2) timer = 7'd0;
        last_state = 4'd2;
      end
      STATE_RED: begin
        leds = 3'b001;
        if (last_state != 4'd3) timer = 7'd0;
        last_state = 4'd3;
      end
      ADD_TIMER: begin
        timer = timer + 7'd1;
      end
      ATTENTION: begin
        leds = 3'b000;
        if (last_state != 4'd4) timer = 7'd0;
        last_state = 4'd4;
      end
    endcase
  end
  always_comb begin
    NextState = CurrentState;
    case (CurrentState)
      STATE_INITIAL: begin
        if (!preset) NextState = STATE_GREEN;
        else NextState = PRESET;
      end
      PRESET: begin
        if (!preset) NextState = STATE_GREEN;
        else if (preset_add) NextState = ADD_PRESET;
      end
      ADD_PRESET: begin
        if (!preset_add) NextState = PRESET;
      end
      STATE_GREEN: begin
        if (force_red) NextState = STATE_RED;
        else if (attention) NextState = ATTENTION;
        else if (timer == (7'd30 + extra_time) && last_state == 4'd1) NextState = STATE_YELLOW;
        else NextState = ADD_TIMER;
      end
      STATE_YELLOW: begin
        if (force_red) NextState = STATE_RED;
        else if (attention && timer == 1) NextState = ATTENTION;
        else if (timer == 7'd3 && last_state == 4'd2) NextState = STATE_RED;
        else NextState = ADD_TIMER;
      end
      STATE_RED: begin
        if (attention && !force_red) NextState = ATTENTION;
        else if (timer == 7'd2 && last_state == 4'd3 && !force_red) NextState = STATE_GREEN;
        else if (!force_red) NextState = ADD_TIMER;
      end
      ADD_TIMER: begin
        if (last_state == 4'd1) NextState = STATE_GREEN;
        else if (last_state == 4'd2) NextState = STATE_YELLOW;
        else if (last_state == 4'd3) NextState = STATE_RED;
        else if (last_state == 4'd4) NextState = ATTENTION;
      end
      ATTENTION: begin
        if (timer == 7'd1) NextState = STATE_YELLOW;
        else NextState = ADD_TIMER;
      end
    endcase
  end
endmodule
==> ./run.sh <==
#!/bin/bash
# OpenROAD 26Q1-2900-gdf79404cd8, Yosys 0.63+post, stock flow scripts
make -C /OpenROAD-flow-scripts/flow DESIGN_CONFIG=/design/flow/config.mk WORK_HOME=/design/flow/orfs finish
==> ./config.mk <==
export PLATFORM = sky130hd
export DESIGN_NAME = top_level
export DESIGN_NICKNAME = top_level
export VERILOG_FILES = /design/flow/design.v
export SDC_FILE = /design/flow/constraint.sdc
export NUM_CORES = 4
export LEC_CHECK = 1
export CORE_UTILIZATION = 40
==> ./constraint.sdc <==
current_design top_level

set clk_period 6.0
set clk_io_pct 0.2

create_clock -name clk0 -period $clk_period [get_ports {clk}]

set non_clock_inputs [all_inputs -no_clocks]
set_input_delay [expr $clk_period * $clk_io_pct] -clock clk0 $non_clock_inputs
set_output_delay [expr $clk_period * $clk_io_pct] -clock clk0 [all_outputs]
==> run_results.csv <==
group,metric,value,unit
finish,fillers,2153,
final_timing,timing.setup.tns,0,ps
finish,final_cell_mix,"dfrtp_1 (145), nand2_1 (94), nor2_1 (66)",
finish,syn_to_final_growth,13.71,%
floorplanning,die_w,155.1,um
logic_synthesis,syn-instance-count,1036,
run_status,status,"complete, no violations",
route,drt-initial-drc-count,473,
final_timing,skew,11.06,ps
place,port_buffers,31,
final_timing,rsz0062_at_grt,"no",
logic_synthesis,ys_cells,1036,
logic_synthesis,yosysTopAreaCellShare,38.70,%
logic_synthesis,synthArstFlopShare,100.0,%
final_timing,min_period,3818,ps
clocking,cts-root-buf,"clkbuf_16",
global_routing,grt.total_usage,18.86,%
critical_path,r2r-end,"tl1.CurrentState[1]",
power,powerDensity,409.7,nW/um2
clocking,clk_pin_slew,70,ps
final_timing,slew_violations,0,
route,diodes,0,
critical_path,required,4800,ps
route,vias,7733,
logic_synthesis,synth.distinct_cells,82,
logic_synthesis,ys_area,9375,um2
flow_run,cap_violations,0,
place,gp_congestion,0.9024,
global_routing,grt_pass1_wl,36250,um
critical_path,cp_max_fo,9,
final_timing,setup_violations,0,
finish,comb_area,5114,um2
place,place_ws,2033,ps
critical_path,crit_path_start_kind,"flip-flop",
critical_path,critical_path_arrival,2620,ps
final_timing,fin_ws,2182,ps
place,dp.cells,1351,
floorplanning,chip_area,24050,um2
critical_path,critPathCaptureType,"output pin",
logic_synthesis,edf_count,0,
final_timing,slew_headroom,48.59,%
logic_synthesis,numSynthFlops,155,
clocking,clock_path_buffers,2,
logic_synthesis,synth_area,9375,um2
logic_synthesis,avgSynthCellArea,9.049,um2
place,post-dp-hpwl,14880,um
logic_synthesis,ys.flop_type,"dfrtp_1",
final_timing,tightest_slew,764.8,ps
finish,fin_cells,1383,
clocking,postCtsSetupBuffers,0,
global_routing,grt-ovfl-total,0,
flow_run,tool_warnings,25,
global_routing,antenna_found_initial,0,
route,drtAntennaViolNets,0,
route,via_per_inst,5.591,
power,vdd_drop_max,0.2015,mV
floorplanning,coreArea,22780,um2
route,wl_per_cell,15.17,um
logic_synthesis,top_area_cell,"dfrtp_1",
route,first_pass_iters,8,
critical_path,crit_type,"reg2out",
logic_synthesis,yosys_warnings,3,
clocking,post_cts_resize_count,0,
route,drcViolationCount,0,
logic_synthesis,area_leaders,"dfrtp_1 (39%), nand2_1 (3.8%), xnor2_1 (3.5%), a21o_1 (2.8%), dfstp_2 (2.8%)",
global_routing,grt_max_degree,35,
floorplanning,dieHeight,155.1,um
critical_path,r2r_slack,2730,ps
route,drt_wl_total,20980,um
finish,drive_gt1_share,7.103,%
final_timing,fin_crit_sh,63.63,%
clocking,cts_tree,"built",
worst_hold_path,hold_path.class,"reg2async",
power,p_leak,4.806,nW
clocking,numCtsBuffers,17,
final_timing,fmax,0.2619,GHz
clocking,insertion_delay,420,ps
final_timing,hold_viol,0,
finish,regArea,3891,um2
clocking,cts.htree.levels,4,
global_routing,grt_pass1_vias,7406,
clocking,cts_hold_buf,0,
finish,mostFrequentLayoutCell,"dfrtp_1",
critical_path,reg2reg_depth,9,
floorplanning,fp-utilization,41.16,%
floorplanning,num_io_pins,32,
clocking,cts.sink_count,155,
logic_synthesis,ys_seq_share,41.51,%
critical_path,r2r-start,"tl1.CurrentState[0]",
floorplanning,row_count,55,
[logic make-up (layout without fill, tap and decap cells)]
family / count (synthesis) / after routing / share of synthesized area, %
and+or+nand+nor: 393 / 393 / 22.07
AOI/OAI and AO/OA: 301 / 301 / 23.08
muxes: 8 / 8 / 0.9342
adders and majority gates: 13 / 13 / 1.735
buffers and inverters: 104 / 134 / 4.497
xor gates and xnor gates: 61 / 61 / 6.139
DFF: 155 / 155 / 41.51
other: 1 / 5 / 0.04000
[synth_stat cells (all sizes together) (10+ instances only)]
cell and number:
nand2 94, o21a 14, a21o 35, clkbuf 28, or2 10, or3 11
dfstp 10, a31oi 13, nor3 34, ha 13, and3 10, nand4 12
xnor2 38, dfrtp 145, a22o 16, xor2 20, inv 64, nand2b 20
a21oi 35, nand3 47, a211oi 11, o211ai 22, nor2b 27, o31ai 11
a22oi 12, buf 12, or4 11, o21ai 51, nor2 66, and2 20
[registers in the layout, indices dropped and copies added (netlist names), 4 cells and up]
signal and flops:
tl2.last_state_ff 5, timer_ff 8, last_state_ff 5, tl1.timer_ff 8, tl3.CurrentState 8, tl3.extra_time_ff 8
tl2.extra_time_ff 8, tl4.timer_ff 8, tl2.timer_ff 8, tl4.CurrentState 8, tl1.CurrentState 8, tl3.timer_ff 8
tl1.extra_time_ff 8, CurrentState 6, resets_ff 4, tl4.extra_time_ff 8, tl1.last_state_ff 5, tl2.CurrentState 8
tl4.last_state_ff 5, tl3.last_state_ff 5
[report_power, final]
part	leakage [nW]	total (W)	switching (W)	internal [W]
Combinational	2.50	0.00151	0.000839	0.000674
Sequential	1.98	0.00165	0.000367	0.00128
Clock	0.325	0.00120	0.000431	0.000774
Total	4.81	0.00437	0.00164	0.00273
[worst max-delay path, stage by stage (launching register included)]
cell	delay (ps)
dfrtp_1	480
or4_1	610
nor2_1	380
nand2_1	110
nand2_1	110
clkdlybuf4s50_1	520
[metrics by stage]
step	hold slack, ps	util, %	total power, W	instance area [um2]
2_1_floorplan	421.7	-	0.002750	9392
3_3_place_gp	455.7	43.90	0.003162	10000
3_5_place_dp	462.5	43.90	0.003161	10000
4_1_cts	476.7	46.80	0.004395	10660
5_1_grt	481.8	46.80	0.004676	10660
6_report	470.1	46.80	0.004367	10660
[area by class of cell]
type                    count  area share (%)
clock buffers              22           4.448
clock inverters            10           1.749
inverters                  64           2.254
multi-input cells         781           47.97
flip-flops and latches    155           36.50
well taps                 313           3.674
repair buffers             38           3.404
[routing by layer]
layer	up-vias	part of all wire [%]	GRT usage [%]
met1	3714	50	30.55
met2	146	45	28.81
met3	14	3.9	2.582
met5	-	0	0
li1	3859	-	-
met4	0	0.78	1.650
[how the worst max path moves through the flow]
stage | startpoint | end | slack (ps) | depth (start not counted)
4_1_cts | tl3.CurrentState[6] | ltfs[7] | 2140 | 5
6_report | tl3.CurrentState[6] | ltfs[7] | 2180 | 5
5_1_grt | tl3.CurrentState[6] | ltfs[7] | 1990 | 5
Power and IR drop assume default switching activity.
